==> design.v <==
module demo (
  input clk,
  output reg [5:0] counter
);
  initial counter = 0;
  always @(posedge clk) begin
    if (counter == 15)
      counter <= 0;
    else
      counter <= counter + 1;
  end
endmodule
==> run.sh <==
#!/bin/bash
# OpenROAD 26Q1-2900-gdf79404cd8, Yosys 0.63+post, stock flow scripts
make -C /OpenROAD-flow-scripts/flow DESIGN_CONFIG=/design/flow/config.mk WORK_HOME=/design/flow/orfs finish
==> config.mk <==
export PLATFORM = sky130hd
export DESIGN_NAME = demo
export DESIGN_NICKNAME = demo
export VERILOG_FILES = /design/flow/design.v
export SDC_FILE = /design/flow/constraint.sdc
export NUM_CORES = 4
export LEC_CHECK = 1
export CORE_AREA = 10 10 70 70
export DIE_AREA = 0 0 80 80
==> constraint.sdc <==
current_design demo

set clk_period 1.9
set clk_io_pct 0.2

create_clock -name clk0 -period $clk_period [get_ports {clk}]

set non_clock_inputs [all_inputs -no_clocks]
set_input_delay [expr $clk_period * $clk_io_pct] -clock clk0 $non_clock_inputs
set_output_delay [expr $clk_period * $clk_io_pct] -clock clk0 [all_outputs]
==> summary.txt <==
Implementation results are summarized by area below.

Logic synthesis
The yosys cell count is 21. After technology mapping, the gate count stands at 21. The leading area contributor after synthesis is dfxtp_1. The area fraction of the dominant cell type after synthesis is 0.549. For reference, the top cells by area after synthesis are dfxtp_1 (55%), xor2_1 (8.0%), nand3_1 (6.9%). The register bit total from synthesis is 6. Per Yosys stat, the portion of area used by sequential elements is 0.549. The synthesized area per cell is 10.4 um^2. The yosys warning tally is 1. The synthesized netlist occupies a cell area of 219 um^2. The post-synth area from yosys stat is 219 um^2. The number of different library cells in the post-synthesis netlist is 12.

Pwr
The cell area power density is 661 mW/mm^2. The worst vdd rail ir drop is 121 uV. The share of total power in sequential cells is 0.529.

In the power breakdown, the internal column shows 0.198 mW. The combinational cell fraction of total power is 0. The leakage power total is 0.127 nW. The power report puts the net switching power at 0.0414 mW. The clock group share of total power is 0.471.

Total power for the finished layout comes to 0.239 mW. The switching fraction of total power is 0.173.

Floorplan
In this run the horizontal extent of the chip is 80 um. Measured along the y axis, the die boundary spans 80 um. The initial core utilization is 0.0641. The floorplan has 21 rows. Pin placement for this block handled 7 I/O pins. Per the OpenROAD floorplan log, the area of the core is 0.00342 mm^2. The die outline area is 0.00640 mm^2.

Setup path
The worst setup path is captured at a primary output. The cell sequence reported for the critical path is clkdlybuf4s50_1. The launch instance of the worst register-to-register path is counter[0]. The path type of the worst setup path is register to primary output. STA lists the maximum fanout along the critical path as 5. The required time at the worst-slack endpoint is 1520 ps. The startpoint type of the worst setup path is a register. The slowest stage of the critical path is the clkdlybuf4s50_1 cell.

The number of buffers and inverters on the critical path is 1. The source of the critical timing path is counter[2]. Among all stages on the critical path, the maximum delay recorded is 490 ps. The data arrival time of the critical path is 1140 ps. The family with the most delay on the worst path is buffers and inverters.

GRT
The number of global-route vias before repair is 181. The overall track demand over capacity in global routing is 0.0188. In the global route stage, met3 resource usage came out at 0.0295.

The remaining global-route overflow is 0. The initial antenna violation count is 1. The global-route wire length before repair is 876 um. The met2 track utilization from global routing is 0.0185. The routing layer with the top usage in global route is met3. The global routing report lists met1 layer usage as 0.0213.

The maximum number of pins on one net before global-route repair is 6.

Detailed routing
The number of DRC markers after the initial detailed-route iteration is 4. Across all layers, the routed design uses 177 vias. The first detailed-routing pass took 3 iterations. After detailed routing, the number of remaining DRC violations is 0. The average wire length per cell after detail routing is 6.57 um. The antenna violation net count after detailed routing is 0. The final routed wirelength across all metal layers is 506 um.

The via count normalized by instance count is 2.30.

STA
The final timing report gives a worst setup slack of 385 ps. The final setup TNS is 0 ps. The time the final worst path needs with I/O delays and setup is 1520 ps. The highest clock frequency the design can meet is 660 MHz. Per the slew report, the remaining headroom to the max-slew limit stands at 0.834. The max-slew violation count is 0. The final report lists the setup-violating endpoint count as 0. The worst-margin pin slew is 248 ps. The worst clock skew is 3.11 ps. The worst hold-check slack is 476 ps. The fraction of the cycle the final worst path needs is 0.798. The count of endpoints failing hold in the final timing report is 0. Setup repair after global routing left no endpoint under its margin.

Clock tree
The deepest clock path buffer count is 2. TritonCTS built the clock tree. The post-cts gate resize count is 0.

TritonCTS created 3 clock buffers. The clock latency of the later-clocked register in the worst-skew pair is 240 ps. The count of buffers added by post-CTS timing repair for setup is 0. The number of clock sinks is 6. The hold-fix buffer count after cts is 0.

Per the post-CTS timing run, clock transition at the registers of the reported paths is 40 ps. Clock tree synthesis selected as its root buffer the cell clkbuf_4. The number of H-tree branching levels is 1.

Layout
The multi-input combinational cell area is 98.8 um^2. The number of flip-flops in the largest register is 6. The signed area change from the synthesized netlist to the final layout is 65.1%. In the final layout, the registers with the most flip-flops are counter: 6 flops. The finished layout reports a core utilization of 0.106. In the layout the commonest cells are dfxtp_1 (6), clkdlybuf4s50_1 (6), nand3_1 (3), clkbuf_4 (3). The final instance area is 362 um^2. The register containing the most flip-flops in the final layout is counter.

The area used by sequential logic in the layout is 120 um^2. The share of final-layout standard cells stronger than drive strength 1 is 0.133. The finished layout holds 77 standard cells, fillers aside. Counting the fill cells in the layout gives 401.

Placed design
The number of placed instances, taps included is 73. The detailed placer's ending HPWL is 407 um. The total cell area at the placement stage is 337 um^2.

The pre-CTS worst setup slack is 617 ps. The final weighted congestion recorded by global placement is 0.657. The placement report lists the number of port buffers as 6.

Min path
The startpoint of the lowest-slack hold path is counter[0]. The path category of the worst min-delay check is register to register.

Run
The number of warning messages in the logs is 25. Max-cap violations in this run came to 0.

Status
The flow ran to the end, and the final reports show no timing, DRC or antenna violations.
==> cell families after synthesis <==
group                    Yosys count  share of synthesized area
XOR/XNOR                           3                      0.120
flip-flops                         6                      0.549
AND/OR/NAND/NOR                   10                      0.251
AND-OR/OR-AND                      1                     0.0228
adder cells (fa/ha/maj)            1                     0.0571
==> layer usage <==
metal / share of wire / wire [um]
met5: 0 / 0
met4: 0 / 0
met3: 0.29 / 147
met2: 0.31 / 158
met1: 0.40 / 201
==> area by class of cell <==
type	count	share of cell area
Sequential cell	6	0.332
Antenna cell	1	0.00692
Clock buffer	3	0.0623
Timing Repair Buffer	6	0.166
Multi-Input combinational cell	15	0.273
Tap cell	46	0.159
==> cells in the mapped netlist <==
cell      count
xor2_1        2
nor2b_1       1
nor3_2        1
dfxtp_1       6
o21ai_0       1
nand2b_1      1
nor2_1        2
ha_1          1
and3_1        1
nand2_1       1
xnor2_1       1
nand3_1       3
==> power by group through the flow <==
stage         Sequential, mW  Combinational [mW]  Clock (mW)
CTS                    0.126        0.0000000654       0.117
global route           0.126        0.0000000654       0.133
finish                 0.126        0.0000000654       0.113
==> path summary, 6_finish.rpt <==
kind                                    to  slack [ps]  depth (start not counted)
worst max-delay path            counter[2]         380                          1
worst min-delay path            counter[0]         480                          1
worst max register to register  counter[3]         740                          4
worst min register to register  counter[0]         480                          1
Power is estimated from default activity; no workload was simulated.
